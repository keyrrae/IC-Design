<file path="run.sh">
#!/bin/bash
# OpenROAD 26Q1-2900-gdf79404cd8, Yosys 0.63+post, stock flow scripts
make -C /OpenROAD-flow-scripts/flow DESIGN_CONFIG=/design/flow/config.mk WORK_HOME=/design/flow/orfs finish
</file>
<file path="config.mk">
export PLATFORM = sky130hd
export DESIGN_NAME = divide_by_5
export DESIGN_NICKNAME = divide_by_5
export VERILOG_FILES = /design/flow/design.v
export SDC_FILE = /design/flow/constraint.sdc
export NUM_CORES = 4
export LEC_CHECK = 1
export CORE_AREA = 10 10 70 70
export DIE_AREA = 0 0 80 80
</file>
<file path="constraint.sdc">
current_design divide_by_5

set clk_period 1.8
set clk_io_pct 0.2

create_clock -name clk0 -period $clk_period [get_ports {clk_in}]

set non_clock_inputs [all_inputs -no_clocks]
set_input_delay [expr $clk_period * $clk_io_pct] -clock clk0 $non_clock_inputs
set_output_delay [expr $clk_period * $clk_io_pct] -clock clk0 [all_outputs]
</file>
<file path="design.v">
`timescale 1ns/1ns
module divide_by_5 (clk_in, reset, clk_out);
	input clk_in;
	input  reset;
	output clk_out;
	reg [2:0] counter;
	reg tff_1, tff_2;
	wire tff_1en, tff_2en;
	wire clk_b;
	wire clk_out;
	assign clk_b = ~ clk_in;
	assign tff_1en = (counter == 3'b000) ? 1'b1 : 1'b0;
	assign tff_2en = (counter == 3'b011) ? 1'b1 : 1'b0;
	always @ (posedge clk_in)
    	if (reset) begin
        	counter <= 3'b000;
			tff_1 <= 1'b0;
    	end
    	else begin 
        	counter <= (counter == 3'b100) ? 3'b000 : counter + 3'b001;
        	tff_1 <= (tff_1en) ? (~ tff_1) : tff_1;
    	end
	always @ (posedge clk_b)
    	if (reset)
        	tff_2 <= 1'b0;
    	else 
        	tff_2 <= (tff_2en) ? (~ tff_2) : tff_2;
	assign clk_out = tff_1 ^ tff_2;
endmodule
</file>
==> impl_metrics.py <==
# Metrics from the implementation run
metrics = {
    "critical_path": {
        "worstPathArrival_ps": 1750,
        "critical_path.reg2reg.endpoint": "tff_2$_SDFFE_NP0N_",
        "path_cells": "xor2_1 > buf_2",
        "end_kind": "output pin",
        "required_ps": 1440,
        "critical_path.slowest_cell": "sky130_fd_sc_hd__dfxtp_2",
        "worstPathMaxFanout": 2,
        "r2r_start": "counter[0]$_SDFF_PP0_",
        "setup.reg_to_reg.worst_slack_ps": 40,
        "worst-r2r-cell-count": 4,
        "critical_path.max_stage_delay_ps": 320,
        "worst_setup_path_start_kind": "flop",
        "worst-setup-path-type": "flop to output pin",
    },
    "timing": {
        "final_clock_skew_ps": 53.8,
        "timing.slew.headroom_pct": 91.9,
        "setup_slack_ps": -307,
        "setup_tns_ps": -307,
        "grt_setup_unrepaired": "true",
        "timing.final.setup_violations": 1,
        "worst_pin_slew_ps": 122,
        "hold_viol": 0,
        "drv_slew": 0,
    },
    "routing": {
        "detail_route.first_pass.iterations": 2,
        "post-route-drc-count": 0,
        "drt-vias-per-instance": 2.18,
        "drt-total-wl_um": 406,
        "avgRoutedWirePerCell_um": 5.08,
        "via_count": 174,
        "ant_nets": 0,
        "dr.first_iter.drc_count": 3,
        "antenna_cells_inserted": 0,
    },
    "global_route": {
        "antenna_found_initial": 0,
        "grt_pass1_vias": 180,
        "grt_first_pass_wirelength_um": 710,
        "globalRouteTotalUtil_pct": 1.53,
        "global_route.overflow_total": 0,
        "grt_start_max_net_pins": 4,
    },
    "pwr": {
        "power_share_of_the_clock_group_pct": 38.6,
        "ir_worst_vdd_mv": 0.162,
        "total_leakage_power_nw": 0.165,
        "comb_power_share_pct": 21.3,
        "internal_power_mw": 0.262,
        "switchingPower_mw": 0.0867,
        "power.sequential.fraction_pct": 40.1,
        "netSwitchingFraction_pct": 24.9,
        "pwr_density_cell_nw_per_um2": 879,
    },
    "synth": {
        "yosys.area.top_type_share_pct": 43.2,
        "synth.yosys.warnings": 1,
        "synth.ff_latch_count": 5,
        "synth.area.top_cells": "sky130_fd_sc_hd__dfxtp_1 43%, sky130_fd_sc_hd__ha_1 16%, sky130_fd_sc_hd__inv_1 8.1%",
        "netlist-cell-type-count": 10,
        "enable_flop_cells": 0,
        "syn-cell-area_sq_um": 231,
        "most_area_hungry_cell_type_in_the_yosys_netlist": "sky130_fd_sc_hd__dfxtp_1",
        "postSynthCellCount": 24,
        "flop_cell": "sky130_fd_sc_hd__dfxtp_1",
        "netlist_top_cells_count": "5 x sky130_fd_sc_hd__dfxtp_1, 5 x sky130_fd_sc_hd__inv_1, 5 x sky130_fd_sc_hd__nor2_1, 3 x sky130_fd_sc_hd__ha_1",
        "synth.yosys.num_cells": 24,
        "asyncSetResetFlopFracSynth_pct": 0,
        "syn-mean-instance-area_sq_um": 9.64,
        "ys_chip_area_sq_um": 231,
        "yosys.stat.seqShare_pct": 43.2,
    },
    "clocking": {
        "worst_skew_pair.late_latency_ps": 290,
        "tritoncts": "yes",
        "cts.sink_count": 5,
        "cts.hold.buffers_added": 0,
        "clk_pin_slew_ps": 40,
        "clock_tree.htree_level_count": 1,
        "clock_path_buffers": 2,
        "root_buffer": "sky130_fd_sc_hd__clkbuf_4",
        "cts-buffers-inserted": 3,
    },
    "floorplanning": {
        "overall_die_width_um": 80,
        "num_rows": 21,
        "die_h_um": 80,
        "fp_util_pct": 6.78,
        "chip_area_sq_um": 6400,
        "core-area_sq_um": 3420,
        "num_io_pins": 3,
    },
    "flow_run": {
        "log.warning_count": 30,
        "drv.max_cap_violation_count": 0,
    },
    "cells_and_area": {
        "areaGrowthSynthToFinish_pct": 71.4,
        "drive_gt1_share_pct": 50.0,
        "postLayoutCoreUtil_pct": 11.6,
    },
    "hold_path": {
        "hold_path_depth": 2,
        "min_from": "counter[0]$_SDFF_PP0_",
        "min_to": "counter[0]$_SDFF_PP0_",
        "hold_path.class": "flop to flop",
    },
    "placed_design": {
        "place_hpwl_um": 325,
        "place.port_buffers": 2,
        "gpl.final_weighted_congestion": 0.598,
        "dp_slack_ps": -409,
    },
    "outcome": {
        "violated_checks": "negative setup slack",
        "status": "complete, but fails checks",
    },
}
-- worst max-delay path by stage --
stage	cells after the start	start	end
after CTS	2	tff_2$_SDFFE_NP0N_	clk_out
after global routing	2	tff_2$_SDFFE_NP0N_	clk_out
final	2	tff_2$_SDFFE_NP0N_	clk_out
-- placed cells by master (no fill, tap or decap), drive strengths merged --
cell	synthesis	final
buf	0	5
a21o	1	1
mux2	1	1
xor2	1	1
ha	3	3
dfxtp	5	5
nor2	5	5
nor2b	2	2
clkbuf	0	4
inv	5	5
xnor2	1	1
clkdlybuf4s50	0	1
-- through the flow --
stage / instances / area, sq um / hold WS [ps] / total power, mW
2_1_floorplan: 24 / 248 / 393 / 0.187
3_3_place_gp: 76 / 355 / 478 / 0.216
3_5_place_dp: 76 / 355 / 485 / 0.223
4_1_cts: 80 / 395 / 529 / 0.356
5_1_grt: 80 / 397 / 545 / 0.382
6_report: 80 / 397 / 527 / 0.349
-- power groups by stage --
stage / logic (mW) / clock network, mW / registers (mW)
global route: 0.0858 / 0.154 / 0.142
finish: 0.0742 / 0.134 / 0.140
CTS: 0.0755 / 0.142 / 0.139
-- logic make-up after synthesis --
group / Yosys count / synth area share (%)
simple gates: 7 / 14.6
buf+inv: 5 / 8.11
flops: 5 / 43.2
fa+ha+maj: 3 / 16.2
xor+xnor: 2 / 7.57
compound gates: 1 / 3.78
mux: 1 / 6.48
-- critical path, delay by kind of cell, from the launching register on --
family	cells	cell delay [ps]
xor+xnor	1	130
buf+inv	1	110
flops	1	320
-- state kept, by name, indices dropped and copies added, names as in the netlist --
register,cells
counter,3
tff_1,1
tff_2,1
-- layer usage --
layer  vias to the layer above  GRT usage, %  wire, um
li1                         91             -         -
met1                        76          1.26       153
met2                         7          1.93       158
met3                         0          2.50        94
met4                         0         0.176         0
met5                         -             0         0
-- area by class of cell --
type	instances	area (sq um)
inverters	4	15.0
repair buffers	6	45.0
well taps	46	57.6
flip-flops and latches	5	104
multi-input cells	14	145
clock buffers	4	26.3
fillers	396	3020
clock inverters	1	3.75
-- repair_timing --
item	CTS	global route
buffers inserted	0	0
pin swaps	1	1
gates resized	6	1
endpoints found under the setup margin	2	2
No activity file was given, so power comes from the tool's default toggle rates.
