==> design/flow/constraint.sdc <==
current_design dac_sigmaDel_fc01

set clk_period 7.5
set clk_io_pct 0.2

create_clock -name clk0 -period $clk_period [get_ports {clk}]

set non_clock_inputs [all_inputs -no_clocks]
set_input_delay [expr $clk_period * $clk_io_pct] -clock clk0 $non_clock_inputs
set_output_delay [expr $clk_period * $clk_io_pct] -clock clk0 [all_outputs]
==> design/flow/design.v <==
module dac_sigmaDel_fc01(clk,
                         rst_sd,
                         disable_innoise,
                         din,
                         noise,
                         sd_out);
input                     clk;
input                  rst_sd;
input         disable_innoise;
input  [15:0]             din;
input  [ 3:0]           noise;
output                 sd_out;
reg      signed [18:0]     z1;   
reg      signed [17:0]     z2;   
reg                        z3;   
wire                  innoise;   
wire     signed [16:0]     s1;   
wire     signed [19:0]     s2;   
wire     signed [18:0]  s2Sat;   
wire     signed [17:0]     s3;   
wire     signed [18:0]     s4;   
wire     signed [17:0]  s4Sat;   
wire     signed [ 8:0]     s5;   
always @(posedge clk or posedge rst_sd)
  if(rst_sd)
    begin
      z1    <= #1 18'h0_0000;
      z2    <= #1 18'h0_0000;
      z3    <= #1          0;
    end
  else
    begin
      z1    <= #1  s2Sat;
      z2    <= #1  s4Sat;
      z3    <= #1 ~s5[8];
    end
assign  innoise = !disable_innoise && noise[0]                                      ;
assign       s1 = s5 >= 0 ? din - 65536 + innoise : din + innoise                   ;
assign       s2 = s1 + z1                                                           ;
assign    s2Sat = ~|s2[19:18] || &s2[19:18] ? s2 : s2[19] ? 19'h4_0000 : 19'h3_ffff ;
assign       s3 = s5 >= 0 ?  $signed(z1[18:1]) - 65536 : $signed(z1[18:1])          ;
assign       s4 = s3 + z2                                                           ;
assign    s4Sat = ~|s4[18:17] || &s4[18:17] ? s4 : s4[18] ? 18'h2_0000 : 18'h1_ffff ;
assign       s5 = $signed(z2[17:10]) + $signed(noise)                               ;
assign   sd_out = z3                                                                ;
endmodule   
==> design/flow/run.sh <==
#!/bin/bash
# OpenROAD 26Q1-2900-gdf79404cd8, Yosys 0.63+post, stock flow scripts
make -C /OpenROAD-flow-scripts/flow DESIGN_CONFIG=/design/flow/config.mk WORK_HOME=/design/flow/orfs finish
==> design/flow/config.mk <==
export PLATFORM = sky130hd
export DESIGN_NAME = dac_sigmaDel_fc01
export DESIGN_NICKNAME = dac_sigmaDel_fc01
export VERILOG_FILES = /design/flow/design.v
export SDC_FILE = /design/flow/constraint.sdc
export NUM_CORES = 4
export LEC_CHECK = 1
export CORE_UTILIZATION = 30
==> Changelog: implementation <==
### Changed

* CTS Buffer Depth at 2
* Pins Over Slew Limit at 0
* Headroom to the max-slew limit at a little under half
* Comb. cell area at about 2400 um2
* Fmax achieved at about 180 MHz
* Horizontal die dimension at around 110 um
* Crit Path Max Fanout at 17
* Post-CTS Setup Inserts at 0
* Clock Tree Root: sky130_fd_sc_hd__clkbuf_16
* Unrepaired setup endpoints after global routing: false
* Layout cells sized above 1 at approximately 5.5%
* Post-Syn Instances at slightly below 400
* Wire length reported by the detailed router at around 7700 um
* Number of CTS-inserted buffers at 5
* Mean post-synth cell area at 8.94 um2
* Fraction of registers with async set or reset after synthesis at 100%
* Setup crit start kind: input port
* CTS hold repair buffers at 0
* Vias in the first global route at 2,808
* Finish-stage setup viols at 0
* Layout overhead on the synthesized area at 15.2%
* Cells in synth_stat.txt at 396
* Sequential cell area at around 950 um2
* Slew @ Worst Pin at ~810 ps
* GRT Overall Usage at a little over an eighth
* Maximum level of the CTS H-tree at 2
* Hold slack at approximately 630 ps
* Type of the worst min-delay path: reg -> reg
* Arrival time worst endpoint at between 5000 and 6000 ps
* # port buffers at 23
* Die outline height at 111 um
* Number of antenna violations at the first check in global routing at 0
* Yosys warning count at 1
* Global-route wire length before repair at between 10,000 and 15,000 um
* Number of nets with antenna violations after routing at 0
* Wire length per cell after detailed routing at around 14 um
* Number of DRC violations after detailed routing at 0
* Netlist area before placement at between 3000 and 4000 um2
* Time the worst path needs with I/O delays and setup at approximately 5600 ps
* Sequential share of the synthesized area at approximately 27%
* Worst setup path category: in -> reg
* Clock skew after layout at between 4 and 5 ps
* I/O pin total at 24
* Vias per inst at just over 5
* Initial core utilization at a little under a third
* Initial detailed-routing violation count at around 110
* DPL Wire Length at about 6000 um
* Number of gates resized after CTS at 0
* Maximum number of pins on one net before global-route repair at 39
* Worst-Skew Late Latency at approximately 280 ps
* Clock transition at the register clock pins on the worst setup and hold paths after CTS at around 60 ps
* Number of inserted filler cells in the final layout at about 1,100
* Antenna diode instance count at 0
* Area of the core at roughly 11,000 um2
* Vias after detailed routing at between 2,000 and 3,000
* TritonCTS sink count at 38
* Dominant flop cell: sky130_fd_sc_hd__dfrtp_1
* Count of distinct cell types in the synthesized netlist at 57
* Number of enable-type register cells in the synthesized netlist at 0
* GPL Wtd Cong at 0.864
* Aggregate global routing overflow at 0
* Hold Fails Final Rpt at 0
* Number of iterations in the first detailed-routing pass at 4
* Post-Route Setup TNS at 0 ps
* Post-layout period usage at ~75%
* Flops after synth at 38
* Endpoint kind of the worst setup timing path: flip-flop
* Max-cap violation count at 0
* Result of the run: finished, final reports clean
* Die area at roughly 12,000 um2
* Required time worst endpoint at about 7600 ps
* CTS tree: done
* Standard-cell row count at 39
* OpenROAD warning count at 25
* Chip Area, Yosys at between 3000 and 4000 um2
[critical path: stages]
cell	delay, ps
sky130_fd_sc_hd__clkdlybuf4s50_1	400
sky130_fd_sc_hd__ha_1	290
sky130_fd_sc_hd__a31o_2	250
sky130_fd_sc_hd__a21o_1	190
sky130_fd_sc_hd__a211oi_1	230
sky130_fd_sc_hd__o21ai_0	120
sky130_fd_sc_hd__o221ai_1	170
sky130_fd_sc_hd__xor2_1	350
sky130_fd_sc_hd__ha_1	370
sky130_fd_sc_hd__and3_1	230
sky130_fd_sc_hd__a31oi_1	180
sky130_fd_sc_hd__nand2_1	80
sky130_fd_sc_hd__or3_1	450
sky130_fd_sc_hd__a211oi_4	710
sky130_fd_sc_hd__o21ai_0	230
[Yosys cell counts (3+ instances only)]
cell                       instances  area, um2
sky130_fd_sc_hd__nand3_1          13       65.1
sky130_fd_sc_hd__a21o_1           10       75.1
sky130_fd_sc_hd__maj3_1           17        170
sky130_fd_sc_hd__nor3_1            3       15.0
sky130_fd_sc_hd__xor2_1           17        149
sky130_fd_sc_hd__xnor2_1          26        228
sky130_fd_sc_hd__clkbuf_1          4       15.0
sky130_fd_sc_hd__nand2_1          30        113
sky130_fd_sc_hd__a21oi_1          44        220
sky130_fd_sc_hd__dfrtp_1          38        951
sky130_fd_sc_hd__nor2_1           30        113
sky130_fd_sc_hd__o21ai_0          22        110
sky130_fd_sc_hd__o31ai_1           3       22.5
sky130_fd_sc_hd__a31oi_1           4       25.0
sky130_fd_sc_hd__o21a_1            3       22.5
sky130_fd_sc_hd__nor2b_1           7       43.8
sky130_fd_sc_hd__inv_1            15       56.3
sky130_fd_sc_hd__buf_6             5       56.3
sky130_fd_sc_hd__and3_1            7       43.8
sky130_fd_sc_hd__o211ai_1          3       22.5
sky130_fd_sc_hd__ha_1             46        576
sky130_fd_sc_hd__nand2b_1          5       31.3
sky130_fd_sc_hd__nand4_1           4       25.0
[per-layer routing]
metal	up-vias	wire length, um	global-route usage [%]	share of wire [%]
li1	1475	-	-	-
met1	1328	3820	20.3	49
met2	33	3660	22.6	47
met3	4	193	1.40	2.5
met4	0	63	1.60	0.81
met5	-	0	0	0
[layout by cell type (no fill, tap or decap), types with 4 or more instances in the layout]
cell type	count
sky130_fd_sc_hd__xor2_1	17
sky130_fd_sc_hd__a31oi_1	4
sky130_fd_sc_hd__nand2b_1	5
sky130_fd_sc_hd__clkbuf_16	5
sky130_fd_sc_hd__nor2_1	30
sky130_fd_sc_hd__nor2b_1	7
sky130_fd_sc_hd__nand4_1	4
sky130_fd_sc_hd__inv_1	15
sky130_fd_sc_hd__ha_1	46
sky130_fd_sc_hd__a21o_1	10
sky130_fd_sc_hd__maj3_1	17
sky130_fd_sc_hd__and3_1	7
sky130_fd_sc_hd__nand2_1	30
sky130_fd_sc_hd__a21oi_1	44
sky130_fd_sc_hd__xnor2_1	26
sky130_fd_sc_hd__o21ai_0	22
sky130_fd_sc_hd__nand3_1	13
sky130_fd_sc_hd__clkdlybuf4s50_1	23
sky130_fd_sc_hd__dfrtp_1	38
[metrics by stage]
| step | setup WS [ps] | util, % | cells | area, um2 |
|---|---|---|---|---|
| 2_1_floorplan | 2730 | - | 396 | 3540 |
| 3_3_place_gp | 1690 | 33.8 | 553 | 3880 |
| 3_5_place_dp | 1610 | 33.8 | 553 | 3880 |
| 4_1_cts | 1880 | 35.6 | 561 | 4080 |
| 5_1_grt | 1570 | 35.6 | 561 | 4080 |
| 6_report | 1860 | 35.6 | 561 | 4080 |
[logic make-up (layout without fill, tap and decap cells)]
logic type / count (synthesis) / after routing / share of synthesized area, %
and+or+nand+nor: 110 / 110 / 15.1
xor gates and xnor gates: 44 / 44 / 11.1
muxes: 1 / 1 / 0.283
AOI/OAI and AO/OA: 112 / 112 / 20.5
buffers and inverters: 26 / 48 / 3.96
adders and majority gates: 65 / 65 / 22.2
DFF: 38 / 38 / 26.9
[final timing paths]
check | start | end | slack, ps | depth (start not counted)
worst max-delay path | noise[1] | z1[7] | 1860 | 15
max in group asynchronous | rst_sd | z2[16] | 5520 | 3
worst min register to register | z2[0] | z2[0] | 630 | 2
worst min-delay path | z2[0] | z2[0] | 630 | 2
worst max register to register | z2[11] | z1[7] | 3100 | 14
min in group asynchronous | rst_sd | z2[0] | 1640 | 3
[sequential cells by signal, summed over array words and instances, names as in the netlist]
register  count
z1           19
z2           18
z3            1
[final cells by class]
class / instances / share of cell area, %
clock inverter: 2 / 1.47
clock buffer: 6 / 3.40
timing repair buffer: 25 / 6.01
sequential: 38 / 23.3
multi-input combinational: 332 / 60.0
inverter: 15 / 1.38
tap: 143 / 4.39
